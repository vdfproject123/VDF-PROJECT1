==> flow/design.v <==
module PC_Nextlogic(
    input sel,
    input [31:0] curr_addr,
    input [31:0] offset,
    output [31:0] next_addr
);
    wire [31:0] addr_inc, addr_branch;
    assign addr_inc = curr_addr + 4;
    assign addr_branch = curr_addr + offset;
    assign next_addr = (sel) ? addr_branch : addr_inc;
endmodule
==> flow/run.sh <==
#!/bin/bash
# OpenROAD 26Q1-2900-gdf79404cd8, Yosys 0.63+post, stock flow scripts
make -C /OpenROAD-flow-scripts/flow DESIGN_CONFIG=/design/flow/config.mk WORK_HOME=/design/flow/orfs finish
==> flow/config.mk <==
export PLATFORM = sky130hd
export DESIGN_NAME = PC_Nextlogic
export DESIGN_NICKNAME = PC_Nextlogic
export VERILOG_FILES = /design/flow/design.v
export SDC_FILE = /design/flow/constraint.sdc
export NUM_CORES = 4
export LEC_CHECK = 1
export CORE_AREA = 10 10 109 109
export DIE_AREA = 0 0 119 119
==> flow/constraint.sdc <==
current_design PC_Nextlogic

set clk_period 10.2
set clk_io_pct 0.2

create_clock -name clk0 -period $clk_period

set non_clock_inputs [all_inputs -no_clocks]
set_input_delay [expr $clk_period * $clk_io_pct] -clock clk0 $non_clock_inputs
set_output_delay [expr $clk_period * $clk_io_pct] -clock clk0 [all_outputs]
==> qor.yml <==
status: "completed"
drc: 0
grt_pass1_wl_microns: 15200
yosysTopAreaCellShare: 0.156
portBuffers: 97
required_ns: 8.16
grt_max_degree: 55
arrival_ns: 5.39
clock_buffers: 0
place_area_sq_mm: 0.00364
rsz0062_at_grt: "no"
total_power_uw: 201
path_common_cell: "clkdlybuf4s50_1"
antennaDiodeCount: 0
crit_path_max_fanout: 4
tightest_slew_ns: 0.647
wirelength_microns: 9040
syn2layout_area_growth_pct: 42.2
report.final.slew_viol_count: 0
chip_area_sq_mm: 0.0142
post-route-period-util: 0.729
synth_warnings: 0
postSynthSeqShare: 0
finalHoldViolations: 0
wl_per_cell_microns: 15.0
ios: 97
drive_gt1_frac: 0.0342
cp-start-kind: "input pin"
cp_top_family: "AND-OR/OR-AND gates"
overflow: 0
maxCapViolations: 0
gp_congestion: 0.841
hpwlAfterDp_microns: 7560
powerDensity_mw_per_mm2: 55.1
cp_cell_sequence: "clkdlybuf4s50_1 > ha_1 > fa_1 > a211oi_1 > nor2_2 > a211oi_2 > or4b_4 > nand3_1 > a31oi_1 > nor2_1 > a311oi_1 > clkdlybuf4s50_1"
finalInstanceArea_sq_mm: 0.00364
max_stage_delay_ns: 0.55
finalSetupViolations: 0
ir_worst_vdd_uv: 20.9
antenna_found_initial: 0
logic_area_sq_mm: 0.00245
core_area_sq_mm: 0.00964
max_slew_margin: 0.566
post_cts_resized: 0
common_cells: "47 x a21oi_1, 44 x nor2_1, 32 x ha_1"
vias: 3004
crit_type: "input pin to output pin"
syn_area_sq_mm: 0.00256
seq_cells: 0
num_rows: 36
tool_warnings: 32
ant_nets: 0
yosysUniqueCellTypes: 53
drt-pass1-iter-count: 4
area_leaders: "ha_1 16%, xnor2_1 9.2%, a21oi_1 9.2%"
worst-path-buf-inv: 2
yosys-stat-area_sq_mm: 0.00256
hold_class: "input pin to output pin"
top_cell: "a21oi_1"
synth_area_per_cell_sq_um: 6.66
tns_ns: 0
hold-worst-slack_ns: 5.07
yosysTopAreaCell: "ha_1"
cts_hold_buf: 0
crit_slowest_cell: "clkdlybuf4s50_1"
viasPerCell: 5.00
fin_crit_ns: 7.43
n_fill_cell: 1044
track_usage: 0.125
critPathCaptureType: "output pin"
seq_area_sq_um: 0
die_h_microns: 119
syn_inst: 385
fp_util: 0.266
max_freq_mhz: 135
drt_first_iter_violations: 164
die_w_microns: 119
p_leak_uw: 0.00144
cts_setup_buffers: 0
grt_pass1_vias: 3012
fin_util: 0.378
ys_cells: 385
[metal layers]
layer	vias up	wire length, microns	part of all wire	global-route usage
li1	1597	-	-	-
met1	1332	4490	0.50	0.178
met2	75	4060	0.45	0.205
met3	0	485	0.054	0.0192
met4	0	0	0	0.00611
met5	-	0	0	0
[layout make-up]
cell class / instances / share of cell area
Multi-Input combinational cell: 356 / 0.673
Timing Repair Buffer: 98 / 0.267
Tap cell: 133 / 0.0457
Inverter: 14 / 0.0144
[placed cells by master, fill, tap and decap left out, types with 2 or more instances in the layout]
master           instances
a211oi_1                 4
a211oi_2                 2
a21o_1                  11
a21oi_1                 47
a221o_1                  3
a31oi_1                  5
and2_1                   2
and3_1                   7
and4_1                   9
clkdlybuf4s50_1         96
ha_1                    32
inv_1                   13
mux2_2                   3
mux2i_1                  4
nand2_1                 25
nand2b_1                 3
nand3_1                 21
nand3b_1                 2
nand4_1                  7
nor2_1                  44
nor2b_1                  5
nor3_1                   8
nor3b_1                  2
nor4_1                   3
o211a_1                  2
o211ai_1                 3
o21a_1                   4
o21ai_0                 21
o21ai_1                  2
o21bai_1                 5
o31ai_1                  2
or3_1                    3
xnor2_1                 27
xor2_1                  21
[cell families (layout without fill, tap and decap cells)]
family                     Yosys count  count (layout)  synth area share
and+or+nand+nor                    146             146             0.292
AOI/OAI and AO/OA                  122             122             0.308
xor gates and xnor gates            48              48             0.164
adders and majority gates           33              33             0.164
buffers and inverters               29             112            0.0430
muxes                                7               7            0.0288
[final timing paths]
path | from | endpoint | cells past startpoint
max | curr_addr[0] | next_addr[24] | 12
min | sel | next_addr[21] | 5
[power breakdown]
part | switching (uW) | leakage [uW] | total (uW) | internal, uW
sequential | 0 | 0 | 0 | 0
combinational | 92.2 | 0.00144 | 201 | 109
clock | 0 | 0 | 0 | 0
total | 92.2 | 0.00144 | 201 | 109
[per-stage QoR]
step           worst slack [ns]  cells
2_1_floorplan              4.15    385
3_3_place_gp               2.81    601
5_1_grt                    2.46    601
4_1_cts                    2.76    601
6_report                   2.77    601
3_5_place_dp               2.79    601
Power figures rest on the tool's default switching activity, not on a simulated workload.
