**./run.sh**
```bash
#!/bin/bash
# OpenROAD 26Q1-2900-gdf79404cd8, Yosys 0.63+post, stock flow scripts
make -C /OpenROAD-flow-scripts/flow DESIGN_CONFIG=/design/flow/config.mk WORK_HOME=/design/flow/orfs finish
```
**./config.mk**
```make
export PLATFORM = sky130hd
export DESIGN_NAME = Register_file
export DESIGN_NICKNAME = Register_file
export VERILOG_FILES = /design/flow/design.v
export SDC_FILE = /design/flow/constraint.sdc
export NUM_CORES = 4
export LEC_CHECK = 1
export CORE_UTILIZATION = 30
```
**./constraint.sdc**
```tcl
current_design Register_file

set clk_period 12.4
set clk_io_pct 0.2

create_clock -name clk0 -period $clk_period [get_ports {clk}]

set non_clock_inputs [all_inputs -no_clocks]
set_input_delay [expr $clk_period * $clk_io_pct] -clock clk0 $non_clock_inputs
set_output_delay [expr $clk_period * $clk_io_pct] -clock clk0 [all_outputs]
```
**./design.v**
```verilog
module Register_file(
    input clk, 
    input reset, 
    input write_en, 
    input [31:0] write_data, 
    input [4:0] read_addr1, read_addr2, write_addr,
    output [31:0] read_data1, read_data2
);
    reg [31:0] array [31:0];
    integer i;
    always @(posedge clk or negedge reset) begin
        if (!reset) begin
            for(i = 0; i < 32; i = i + 1)
                array[i] <= 32'b0;
        end else if (write_en) begin
            array[write_addr] <= write_data;
        end
    end
    assign read_data1 = (read_addr1 == 5'b0) ? 32'b0 : array[read_addr1];
    assign read_data2 = (read_addr2 == 5'b0) ? 32'b0 : array[read_addr2];
endmodule
```
==> notes.md <==
Implementation numbers.

- The later pin in the worst-skew pair is clocked with a latency of between 700 and 800 ps.
- For the worst setup path, the data required time is ~10000 ps.
- The largest registers in the layout are array x992.
- The cell count in the Yosys report is roughly 4200.
- Synthesis handed over a netlist of around 4200 instances.
- Counting distinct cell types in the post-synthesis netlist gives around 60.
- After filler insertion, the fill cell instance count of the layout stands at between 15000 and 20000.
- The number of warning messages in the logs is between 40 and 50.
- The maximum clock rate is 105 MHz.
- The worst path meets setup with 2830 ps of slack.
- The maximum number of pins on one net before global-route repair is around 130.
- In this run the most critical hold path is launched from array[13][30].
- Total power normalized to cell area comes to approximately 160 mW/mm2.
- The top register by number of flip-flops is array.
- In the final timing run, aggregate negative setup slack is 0 ps.
- The number of rows created at floorplan is around 150.
- The most common logic cell in the final layout is dfrtp_1.
- The number of remaining DRC errors is 0.
- The post-synthesis average cell area is 11.8 um2.
- The number of warnings printed during yosys synthesis is 2.
- The start-to-end type of the worst setup path is primary input to output port.
- For reference, the critical path cell chain is clkdlybuf4s50_1, buf_4, or3b_1, nor2_4, buf_4, a22o_1, a221oi_1, a31oi_1, clkdlybuf4s50_1.
- The worst path in the final design needs a cycle of ~9600 ps, including I/O delays and setup.
- The global-route congestion overflow total is 0.
- The width of the chip is a little over 400 um.
- The launch point of the critical path is read_addr1[2].
- The final clock period utilization by the worst path is 0.772.
- The number of port buffers is around 110.
- Per the CTS log, the buffer count on the longest clock path is 3.
- The worst vdd rail ir drop is 0.000128 V.
- The total iterations of the first detailed-routing run is 9.
- In this run the post-CTS setup repair buffer count came out at 0.
- The area added between synthesis and finish is 15.7%.
- According to the floorplan report, the total die area is approximately 0.17 mm2.
- The number of instances resized during post-cts repair is 0.
- The number of setup violations in the final report is 0.
- The wire length of the first global-routing pass is 346000 um.
- The total standard cell area after synthesis is about 0.049 mm2.
- The core region is 0.163 mm2.
- The die span in y is 407 um.
- The static leakage power is between 0.02 and 0.025 uW.
- The number of antenna violations at the first check in global routing is 14.
- The HPWL after detailed placement is ~150000 um.
- The root buffer cell chosen for the clock tree is clkbuf_16.
- For this block, the via count after detailed routing is 43200.
- The run finished with clean final reports.
- The worst endpoint data arrival time is a little over 7000 ps.
- The dominant synthesized flop cell is dfrtp_1.
- For this run, the slowest stage of the critical path takes 880 ps.
- Looking at the max-slew report, the worst-margin pin has a slew of ~1200 ps.
- The worst slew margin relative to its limit is 0.230.
- The startpoint of the worst-slack reg-to-reg timing path is array[23][23].
- Counting flops with an async set or reset pin after synthesis yields a share of 1.00.
- The number of slew-limit violations in the final report is 0.
- The run reported a max-capacitance violation count of 0.
- Setup repair after global routing left no endpoint under its margin.
- The number of buffers added to fix hold violations after cts is 0.
- CTS saw between 900 and 1000 sinks.
- The number of I/O pins is approximately 110.
- The H-tree depth reported by CTS is 3.
- The detailed router finished its first iteration with 5810 violations.
- Dividing the detail-routed via count by the number of cells gives 6.69.
- The post-place setup slack is ~3200 ps.
- In the final run the clock tree shows a worst skew of 0 ps.
- For this run, the total global-route usage over all layers was measured as 0.308.
- The routed wire length per instance is ~39 um.
- TritonCTS created 109 clock buffers.
- The starting density of the core is 0.303.
- The type of element launching the critical path is a primary input.
- In the layout the commonest cells are dfrtp_1 (992), mux2_2 (977), a22oi_1 (781).
- The count of cells in the finished layout, fillers not included, comes to 6450.
- The number of buffers and inverters on the critical path is 4.
- The count of placed standard cells including taps is approximately 6200.
- The maximum fanout along the worst path is 30.
- In this design, the largest share of critical-path delay is due to buffers and inverters.
- Once detail routing completed, the nets flagged for antenna violations numbered 0.
- Yosys mapped a number of flops with a built-in enable equal to 0.
- The placer congestion estimate is ~1.0.
- STA reports the tightest min-delay check as being of type flop to flop.
- The post-detailed-routing wire length is approximately 250000 um.
- Post-synthesis, Yosys gives the total cell area as slightly below 0.05 mm2.
- Of the synthesized area, sequential elements account for 0.504.
- The flip-flop count of the largest register after layout is between 900 and 1000.
- The critical path capture point type is an output port.
- The share of final-layout standard cells stronger than drive strength 1 is 0.342.
- After clock tree synthesis, the clock-pin slew on the worst setup and hold paths is approximately 70 ps.
- Among all stages on the critical path, the largest delay is contributed by nor2_4.
- Hold-check failures listed in the final report amount to 0.
- The via count of the first global-routing pass is 42400.
- The TritonCTS clock tree is yes.
- The number of synthesized register bits is 992.
## path summary, 6_finish.rpt
check / to / slack (ps) / cells past startpoint
min reg2reg: array[13][30] / 520 / 1
max reg2reg: array[23][23] / 11490 / 1
min in group asynchronous: array[9][19] / 1790 / 1
max: read_data1[12] / 2830 / 9
max in group asynchronous: array[4][2] / 7990 / 4
min: array[13][30] / 520 / 1
## Yosys cell counts (7+ instances only)
cell type,instances,share of area
a22o_1,15,0.0027
nand4_1,107,0.014
nor3_1,65,0.0066
and3_1,12,0.0015
a221oi_1,24,0.0043
a222oi_1,42,0.0085
dfrtp_1,992,0.50
buf_4,13,0.0020
nand2_1,187,0.014
mux2_1,16,0.0037
nand3b_1,8,0.0012
mux2_2,977,0.22
clkbuf_1,176,0.013
nor4_1,18,0.0023
nand2b_1,14,0.0018
a31oi_1,24,0.0030
buf_2,193,0.020
nor2_2,7,0.00089
nor2b_1,13,0.0016
o21ai_0,12,0.0012
mux2i_1,15,0.0030
nand3_1,64,0.0065
nor2_1,130,0.0099
buf_1,40,0.0030
a22oi_1,781,0.12
a21oi_1,159,0.016
## through the flow
| step | total power (uW) | util | hold slack, ps | area, um2 |
|---|---|---|---|---|
| global route | 9410 | 0.350 | 536 | 57000 |
| detailed placement | 5770 | 0.328 | 504 | 53400 |
| CTS | 9090 | 0.350 | 518 | 57000 |
| finish | 9150 | 0.350 | 518 | 57100 |
| floorplan | 5050 | - | 480 | 49300 |
| global placement | 5750 | 0.328 | 499 | 53400 |
## power breakdown
part / switching (uW) / total [uW] / internal (uW)
clock: 1410 / 3360 / 1950
sequential: 636 / 4500 / 3870
combinational: 619 / 1290 / 668
## final cells by class
type                    count  area (um2)  share of cell area
well taps                2175        2720              0.0477
multi-input cells        2763       23200               0.406
repair buffers            309        2640              0.0463
clock inverters            46         520             0.00912
inverters                   5        18.8            0.000329
flip-flops and latches    992       24800               0.435
diodes                     11        27.5            0.000482
clock buffers             149        3130              0.0549
## metal layers
metal	vias to the layer above	wire length [um]	GRT usage
met3	1403	47500	0.227
met2	4149	98200	0.402
li1	16100	-	-
met1	21500	86200	0.364
met5	-	905	0.0293
met4	47	19900	0.169
## logic make-up (layout without fill, tap and decap cells)
kind of cell	count (synthesis)	count (layout)	synth area share
other	0	11	0
AND-OR/OR-AND	1097	1097	0.162
multiplexers	1010	1010	0.231
buffers and inverters	427	509	0.0384
flip-flops	992	992	0.504
AND/OR/NAND/NOR	656	656	0.0656
Power figures rest on the tool's default switching activity, not on a simulated workload.
