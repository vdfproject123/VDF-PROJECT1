## run.sh

```bash
#!/bin/bash
# OpenROAD 26Q1-2900-gdf79404cd8, Yosys 0.63+post, stock flow scripts
make -C /OpenROAD-flow-scripts/flow DESIGN_CONFIG=/design/flow/config.mk WORK_HOME=/design/flow/orfs finish
```

## config.mk

```make
export PLATFORM = sky130hd
export DESIGN_NAME = ALU
export DESIGN_NICKNAME = ALU
export VERILOG_FILES = /design/flow/design.v
export SDC_FILE = /design/flow/constraint.sdc
export NUM_CORES = 4
export LEC_CHECK = 1
export CORE_UTILIZATION = 40
```

## constraint.sdc

```tcl
current_design ALU

set clk_period 17.1
set clk_io_pct 0.2

create_clock -name clk0 -period $clk_period

set non_clock_inputs [all_inputs -no_clocks]
set_input_delay [expr $clk_period * $clk_io_pct] -clock clk0 $non_clock_inputs
set_output_delay [expr $clk_period * $clk_io_pct] -clock clk0 [all_outputs]
```

## design.v

```verilog
module ALU (In_A,In_B,ALU_control_sig, ALU_result,zero_flag,sign_flag);
  parameter width = 32;
  input [width-1:0]In_A,In_B;
  input [2:0] ALU_control_sig;
  output reg [width-1:0] ALU_result;
  output wire zero_flag , sign_flag;
  always @(*) 
    begin
      case (ALU_control_sig)
            3'b000: ALU_result = In_A + In_B;           
            3'b001: ALU_result = In_A - In_B;           
            3'b010: ALU_result = In_A | In_B;           
            3'b011: ALU_result = In_A & In_B;           
            3'b100: ALU_result= In_A ^ In_B;           
            3'b101: ALU_result = In_A << In_B;          
            3'b110: ALU_result = In_A >> In_B;          
            default: ALU_result = 0;                    
        endcase
    end
  assign zero_flag = (ALU_result == 0);                
  assign sign_flag = ALU_result[width-1];              
endmodule
```

==> impl_metrics.json <==
{
  "arrival_ns": 9.52,
  "grt.total_usage": 0.3806,
  "dp_slack_ns": 4.200,
  "pin_count": 101,
  "combGateArea_um2": 7980,
  "report.final.slew_viol_count": 0,
  "syn_area_per_cell_um2": 7.346,
  "max_freq_mhz": 77.26,
  "fp.coreArea_um2": 21290,
  "vias": 10010,
  "wl_met2_mm": 18.23,
  "finish.utilization": 0.4618,
  "regArea_um2": 0,
  "p_per_area_nw_per_um2": 36.73,
  "finalClockPeriodUsage": 0.7569,
  "synth.distinct_cells": 81,
  "fin_ws_ns": 4.157,
  "hold_viol_final": 0,
  "fin_cells": 1503,
  "nFillCells": 2205,
  "fp-row-count": 53,
  "fin_hold_ws_ns": 7.893,
  "final_cell_mix": "nand2_1 (139), clkdlybuf4s50_1 (97), ha_1 (96), nor2_1 (94), o21ai_0 (93)",
  "first_pass_iters": 7,
  "initCoreUtil": 0.4120,
  "grt_pass1_vias": 9122,
  "drive_above_1_share": 0.1027,
  "drc": 0,
  "netSwitchingPower_uw": 213.0,
  "cts_setup_buffers": 0,
  "numSequentialCells": 0,
  "dp.cells": 1502,
  "cp_max_fo": 41,
  "synth_area_um2": 8771,
  "pwr-share-seq": 0,
  "antenna_found_initial": 1,
  "drt-met1-wl_mm": 18.99,
  "comb_power_share": 1.000,
  "vias_per_cell": 6.662,
  "swShare": 0.5901,
  "routabilityCongestion": 1.052,
  "layout_top_cell": "nand2_1",
  "holdPathStages": 5,
  "ys_area_um2": 8771,
  "ir_worst_vdd_mv": 0.01678,
  "fin_crit_ns": 12.94,
  "wl_mm": 42.02,
  "rsz0062_at_grt": "no",
  "outcome": "finished, final reports clean",
  "warnings": 65,
  "ctsResizeCount": 0,
  "synthCells": 1194,
  "yosys_warnings": 1,
  "synth_seq_share": 0,
  "die_area_um2": 22520,
  "met3_length_mm": 3.540,
  "grt_pass1_wl_mm": 61.44,
  "worst_pin_slew_ns": 0.9470,
  "ant_nets": 0,
  "end_kind": "primary output",
  "max-cap-violations": 0,
  "drtIter0Drc": 1059,
  "dieHeight_um": 150.1,
  "top_layer": "met4",
  "grt_max_degree": 68,
  "nClkBuffers": 0,
  "routedWlPerCell_um": 27.96,
  "power_frac_clock": 0,
  "hp-class": "in -> out",
  "grt_overflow": 0,
  "relSlewSlack": 0.3523,
  "area_growth_pct": 12.07,
  "critPathKind": "in -> out",
  "worstSetupStartpointType": "primary input",
  "hold_buffers": 0,
  "synth-cells-yosys": 1194,
  "detailed_place_hpwl_mm": 33.18,
  "crit_required_ns": 13.68,
  "die_w_um": 150.1,
  "p_leak_nw": 4.018,
  "setup_viol": 0,
  "power.internal_uw": 148.0,
  "io_buffers": 101,
  "setup_tns_ns": 0
}
## per-layer routing
layer,track usage,up-vias
li1,-,4582
met2,0.5593,473
met5,0,-
met3,0.05652,73
met4,0.09040,0
met1,0.5849,4885
## cells by family after synthesis
logic type,count (synthesis),synth area share
compound gates,357,0.2738
simple gates,378,0.2054
fa+ha+maj,97,0.1392
buf+inv,175,0.09044
mux,142,0.2462
xor+xnor,45,0.04494
## synth_stat cells, types with 8 or more instances
cell | count | area share
a211o_1 | 14 | 0.014
a211oi_1 | 13 | 0.011
a21o_1 | 8 | 0.0068
a21oi_1 | 64 | 0.037
a22oi_1 | 20 | 0.017
a31oi_1 | 15 | 0.011
buf_2 | 24 | 0.014
buf_4 | 10 | 0.0086
clkbuf_1 | 47 | 0.020
ha_1 | 96 | 0.14
inv_1 | 78 | 0.033
mux2_2 | 24 | 0.031
mux2i_1 | 62 | 0.071
mux4_2 | 49 | 0.13
nand2_1 | 139 | 0.059
nand2b_1 | 11 | 0.0078
nand3_1 | 20 | 0.011
nand4_1 | 10 | 0.0071
nor2_1 | 94 | 0.040
nor2b_1 | 14 | 0.010
nor3_1 | 26 | 0.015
nor4_1 | 12 | 0.0086
o211ai_1 | 12 | 0.010
o21a_1 | 9 | 0.0077
o21ai_0 | 93 | 0.053
o22ai_1 | 11 | 0.0078
o31ai_1 | 11 | 0.0094
or4_1 | 8 | 0.0068
xnor2_1 | 42 | 0.042
## metrics by stage
stage                     total power, mW  area (um^2)
after floorplan                    0.2189         8771
after global placement             0.3551         9827
final                              0.3610         9829
after detailed placement           0.3511         9827
after CTS                          0.3536         9827
after global routing               0.3850         9827
## power groups by stage
stage	clock network [mW]	registers (mW)	logic, mW
4_1_cts	0	0	0.354
5_1_grt	0	0	0.385
6_report	0.00000000783	0	0.361
## critical path, stage by stage
cell and delay (ns):
clkdlybuf4s50_1 0.40, buf_4 0.27, nor3_1 0.53, nand3_1 0.27, or3_1 0.45, or2_2 0.36
o41ai_1 0.32, xnor2_1 0.12, ha_1 0.41, a21oi_1 0.09, o21ai_0 0.34, mux2i_1 0.14
a211oi_1 0.26, o21ai_1 0.10, a211o_1 0.25, or4b_1 0.53, and4bb_1 0.28, nand4b_1 0.15
nor4_2 0.30, clkdlybuf4s50_1 0.52
## final timing paths
check | startpoint | to
worst min-delay path | In_B[1] | ALU_result[0]
worst max-delay path | In_B[3] | zero_flag
## final cells by class
class / instances / share of cell area
Timing Repair Buffer: 129 / 0.1227
Tap cell: 275 / 0.03501
Antenna cell: 1 / 0.0002546
Inverter: 79 / 0.03017
Multi-Input combinational cell: 1019 / 0.8119
No activity file was given, so power comes from the tool's default toggle rates.
